==> design.v <==
module lif #(
    parameter W_WID = 8,
    parameter W_NUM = 4,
    parameter TAU = 2,
    parameter VTH = 0,
    parameter VRES = 0
) (
    input clk,
    input rst_n,
    input signed [7:0] ir,
    output o_spike
);
reg signed [7:0] v_mem;
wire signed [7:0] delta_v = (ir - v_mem)>>>TAU;
wire signed [7:0] new_v = v_mem + delta_v;
assign o_spike = new_v > VTH;
wire [7:0] update_v = o_spike ? VRES:new_v;
always @(posedge clk or negedge rst_n) begin
    if (rst_n == 1'b0) begin
        v_mem <= VRES;
    end else begin
        v_mem <= update_v;
    end
end
endmodule
==> run.sh <==
#!/bin/bash
# OpenROAD 26Q1-2900-gdf79404cd8, Yosys 0.63+post, stock flow scripts
make -C /OpenROAD-flow-scripts/flow DESIGN_CONFIG=/design/flow/config.mk WORK_HOME=/design/flow/orfs finish
==> config.mk <==
export PLATFORM = sky130hd
export DESIGN_NAME = lif
export DESIGN_NICKNAME = lif
export VERILOG_FILES = /design/flow/design.v
export SDC_FILE = /design/flow/constraint.sdc
export NUM_CORES = 4
export LEC_CHECK = 1
export CORE_AREA = 10 10 83 83
export DIE_AREA = 0 0 93 93
==> constraint.sdc <==
current_design lif

set clk_period 7.0
set clk_io_pct 0.2

create_clock -name clk0 -period $clk_period [get_ports {clk}]

set non_clock_inputs [all_inputs -no_clocks]
set_input_delay [expr $clk_period * $clk_io_pct] -clock clk0 $non_clock_inputs
set_output_delay [expr $clk_period * $clk_io_pct] -clock clk0 [all_outputs]
==> out/qor.yml <==
synth_seq_share: 0.225
worstMarginPinSlew_ps: 380
clock_sinks: 8
wl_per_cell_um: 9.81
core.rowCount: 26
worst_setup_path_end_kind: "primary output"
gp_congestion: 0.750
warning_count: 27
slew_headroom: 0.746
path_clk_slew_ps: 40
fmax_ghz: 0.151
cts_buffers: 3
syn2layout_area_growth_pct: 26.6
vias_per_cell: 3.77
path_class: "primary input to primary output"
hold_viol_final: 0
coreArea_um2: 5140
cap_viol_max_count: 0
reg_top3: "v_mem: 8 flops"
grt.total_usage: 0.0442
fin_hold_ws_ps: 706
ys.flops: 8
grt_pass1_vias: 717
clock_path_buffers: 2
final_cell_area_um2: 1130
outcome: "finished clean"
flop_cell: "dfrtp_1"
synth.avg_cell_area_um2: 9.08
cp_cell_sequence: "clkdlybuf4s50_1, ha_1, a21o_1, a31o_2, and2_1, o21a_1, nor3_1, a2bb2oi_1, ha_1, o211a_1, a221oi_2, xnor2_2, xor2_1, a21boi_1, clkdlybuf4s50_1"
vias: 687
top_area_cell: "dfrtp_1"
fp.dieW_um: 93
required_ps: 5600
dieArea_um2: 8650
grt_antenna_before_repair: 0
ys_types: 31
max_stage_delay_ps: 490
placed_area_um2: 1080
regMostFlops: "v_mem"
setup_tns_ps: 0
topCellsByArea: "dfrtp_1 23%, ha_1 21%, nor2_1 5.9%"
cts_root_buf: "clkbuf_8"
die_h_um: 93
rsz0062_at_grt: "no"
layout-drive-gt1-share: 0.0982
grt_pass1_wl_um: 3160
drt_iter0_drc: 80
fin_crit_sh: 0.943
cts-resized-gates: 0
finalMaxSlewViolations: 0
place_hpwl_um: 1550
synth.yosys.warnings: 1
critical-path-slowest-cell: "clkdlybuf4s50_1"
crit_path_start_kind: "primary input"
ys_area_um2: 890
ys_cells: 98
wl_um: 1790
fill_cells: 599
fin_crit_ps: 6600
setup_viol: 0
drc: 0
io_buffers: 10
edf_count: 0
async_reset_ff_frac: 1.00
htreeDepth: 1
grt_max_degree: 9
critPathMaxFanout: 5
synthCells: 98
initial_utilization: 0.173
first_pass_iters: 4
ant_nets: 0
clk_latency_ps: 220
fin_cells: 182
insertedDiodeCount: 0
register_area_um2: 200
holdBufCountCts: 0
hold_class: "flip-flop to flip-flop"
fin_skew_ps: 2.54
synth_area_um2: 890
cts_tree: "done"
post_cts.repair.setup_buffers: 0
logic_area_um2: 659
critical_path_arrival_ps: 5200
dp.cells: 179
overflow: 0
largest_reg_flops: 8
io_pins: 11
synth_top_area_share: 0.225
## cell type report
type / count / area share
Tap cell: 70 / 0.0778
Sequential cell: 8 / 0.178
Timing Repair Buffer: 11 / 0.0956
Multi-Input combinational cell: 82 / 0.586
Clock buffer: 3 / 0.0367
Inverter: 8 / 0.0267
## synthesized netlist by cell type (2+ instances only)
cell type	count
nor3_1	3
nor2_1	14
o21ai_0	2
a21oi_1	6
xnor2_1	4
a21o_1	3
dfrtp_1	8
nor2b_1	2
ha_1	15
nand3_1	4
o21ai_1	4
or3b_1	2
xor2_1	5
nand2_1	3
inv_1	7
## routing by layer
metal,vias to the layer above,track usage,routed length [um]
li1,372,-,-
met1,308,0.0638,933
met2,5,0.0678,798
met3,2,0.00646,31
met4,0,0.0103,23
met5,-,0,0
## kinds of logic (layout without fill, tap and decap cells)
family,count (synthesis),count (layout),share of synthesized area
compound gates,24,24,0.204
simple gates,31,31,0.166
buf+inv,8,22,0.0338
xor+xnor,11,11,0.138
flops,8,8,0.225
fa+ha+maj,16,16,0.233
## worst max-delay path, delay by kind of cell
family | cells | cell delay (ps)
fa+ha+maj | 2 | 640
simple gates | 2 | 320
buf+inv | 2 | 900
compound gates | 7 | 1530
xor+xnor | 2 | 410
## final timing paths
kind	from	end	slack (ps)	cells after the start
min in group asynchronous	rst_n	v_mem[7]	1460	1
setup / recovery	ir[2]	o_spike	400	15
hold reg to reg	v_mem[0]	v_mem[0]	710	3
max in group asynchronous	rst_n	v_mem[3]	5270	1
setup reg to reg	v_mem[2]	v_mem[4]	3580	15
hold / removal	v_mem[0]	v_mem[0]	710	3
## through the flow
step                      setup slack (ps)  utilization
final                                  397        0.219
after global routing                  65.2        0.219
after CTS                              318        0.219
after detailed placement               347        0.211
after global placement                 363        0.211
after floorplan                       1350            -
## cell usage in the layout, fill, tap and decap left out, types with 4 or more instances in the layout
cell             synthesis  routed
nand3_1                  4       4
clkdlybuf4s50_1          0      10
xor2_1                   5       5
dfrtp_1                  8       8
ha_1                    15      15
o21ai_1                  4       4
a21oi_1                  6       6
xnor2_1                  4       4
nor2_1                  14      14
inv_1                    7       7
