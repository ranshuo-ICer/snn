==> flow/design.v <==
module idx_enc (
    input clk, rst_n,
    input ipt_valid,
    output reg [0:0] ipt_ready,
    input [7:0] sparse_bits,
    output reg [3:0] enc,
    output reg [0:0] opt_valid,
    input            opt_ready
);
localparam WAIT  = 'd0;
localparam ENC   = 'd1;
localparam ZERO = 'd2;       
reg [1:0] state;
reg [1:0] next_state;
reg [2:0] offset;
reg [7:0] data_tmp;
wire [7:0] data_shifted = data_tmp >> (offset);
always @(posedge clk, negedge rst_n) begin
    if (rst_n == 1'b0) begin
        state <= WAIT;
    end else begin
        state <= next_state;
    end
end
always@(*)begin
    case (state)
        WAIT:   if (ipt_valid)
                    if (sparse_bits == 8'd0)                next_state  <=  ZERO;
                    else                                    next_state  <=  ENC;
                else                                        next_state  <=  WAIT;
        ENC:    if (opt_ready)
                    if (data_shifted==8'b0000_0001)         next_state  <=  ZERO;
                    else                                    next_state  <=  ENC;
                else                                        next_state  <=  ENC;
        ZERO:   if (opt_ready)                              next_state  <=  WAIT;
                else                                        next_state  <=  ZERO;
        default:                                            next_state  <=  WAIT;
    endcase
end
always @(posedge clk, negedge rst_n) begin
    if (rst_n == 1'b0) begin
        data_tmp <= 0;
    end else begin
        case (state)
            WAIT:   if(ipt_valid)    
                        data_tmp    <=  sparse_bits;
                    else
                        data_tmp    <=  0;
            ENC:    if(opt_ready)
                        data_tmp    <=  {data_shifted[7:1], 1'b0};
                    else
                        data_tmp    <=  data_tmp;
            ZERO:       data_tmp    <=  0;
            default:    data_tmp    <=  0;
        endcase
    end
end
always @* begin
    if (data_tmp[0]) offset = 3'b000;
    else if (data_tmp[1]) offset = 3'b001;
    else if (data_tmp[2]) offset = 3'b010;
    else if (data_tmp[3]) offset = 3'b011;
    else if (data_tmp[4]) offset = 3'b100;
    else if (data_tmp[5]) offset = 3'b101;
    else if (data_tmp[6]) offset = 3'b110;
    else if (data_tmp[7]) offset = 3'b111;
    else offset = 3'b000;  
end
reg [2:0] cnt;
always @(posedge clk , negedge rst_n) begin
    if (rst_n == 1'b0) begin
        cnt <= 0;
    end else begin
        case (state)
            WAIT:                   cnt <= 0;
            ENC:    if(opt_ready)   cnt <= cnt + offset;
                    else            cnt <= cnt;
            ZERO:                   cnt <= cnt;
            default:                cnt <= 0;
        endcase 
    end
end
always@(*)begin
    if (state == WAIT) begin
        enc <= 0;
        opt_valid <= 1'b0;
        ipt_ready <= 1'b1;
    end else if (state == ENC) begin
        enc <= {1'b0, offset};
        opt_valid <= 1'b1;
        ipt_ready <= 1'b0;
    end else if (state == ZERO) begin
        enc <= {1'b1, 3'd7 - cnt};   
        opt_valid <= 1'b1;
        ipt_ready <= 1'b0;
    end else begin
        enc <= 0;
        opt_valid <= 1'b0;
        ipt_ready <= 1'b0;
    end 
end
endmodule
==> flow/run.sh <==
#!/bin/bash
# OpenROAD 26Q1-2900-gdf79404cd8, Yosys 0.63+post, stock flow scripts
make -C /OpenROAD-flow-scripts/flow DESIGN_CONFIG=/design/flow/config.mk WORK_HOME=/design/flow/orfs finish
==> flow/config.mk <==
export PLATFORM = sky130hd
export DESIGN_NAME = idx_enc
export DESIGN_NICKNAME = idx_enc
export VERILOG_FILES = /design/flow/design.v
export SDC_FILE = /design/flow/constraint.sdc
export NUM_CORES = 4
export LEC_CHECK = 1
export CORE_AREA = 10 10 95 95
export DIE_AREA = 0 0 105 105
==> flow/constraint.sdc <==
current_design idx_enc

set clk_period 2.5
set clk_io_pct 0.2

create_clock -name clk0 -period $clk_period [get_ports {clk}]

set non_clock_inputs [all_inputs -no_clocks]
set_input_delay [expr $clk_period * $clk_io_pct] -clock clk0 $non_clock_inputs
set_output_delay [expr $clk_period * $clk_io_pct] -clock clk0 [all_outputs]
==> qor.csv <==
stage,metric,value,unit
die,coreArea,6907,um2
worst_setup_path,cp-end-kind,output port,
sta,fin_crit_sh,95.59,%
routing,first_pass_iters,4,
routing,wl_per_cell,13.09,um
place,place_area,1511,um2
routing,drc,0,
worst_setup_path,crit_path_max_incr_delay,490,ps
sta,slew-limit-headroom,55.95,%
synth,top_area_share,26.37,%
synth,postSynthAreaPerCell,7.711,um2
sta,rsz0062_at_grt,false,
clocking,clk_path_buf_depth,2,
synth,ys_cells,160,
synth,synth_top_flop_cell,dfrtp_1,
power_and_ir_drop,power_per_cell_area,1016,nW/um2
worst_hold_path,hold_depth,1,
sta,finalHoldViolations,0,
worst_setup_path,critPathTopFamily,buffers and inverters,
final_layout,fin_cells,277,
synth,ys.flops,14,
power_and_ir_drop,leakagePower,0.6204,nW
sta,worst_pin_slew,658.7,ps
synth,synth_warnings,1,
sta,drv_slew,0,
clocking,clk_latency,250,ps
die,fp.dieArea,11030,um2
synth,ys_async_sr_fraction,100.0,%
synth,edf_count,0,
die,fp-utilization,17.86,%
routing,routed_wirelength,3627,um
worst_setup_path,start_kind,flop,
sta,finalWorstSetupSlack,110.2,ps
worst_setup_path,worst-path-stages,6,
final_layout,logic_area,805.8,um2
synth,largest_area_cell,dfrtp_1,
place,port_buffers,17,
worst_hold_path,hp-class,reg2reg,
routing,vias_per_cell,4.697,
synth,yosys.cell_types.count,50,
worst_setup_path,critPathLaunch,data_tmp[6]$_DFFE_PN0N_,
synth,netlist_instances,160,
final_layout,syn_to_final_growth,32.76,%
sta,fmax,418.4,MHz
final_layout,fillers,766,
status,outcome,"complete, no violations",
sta,period_minus_slack,2390,ps
clocking,path_clk_slew,60,ps
routing,drt-initial-drc-count,167,
place,dp_hpwl,2759,um
grt,grt_overflow,0,
sta,finalClockSkew,1.847,ps
final_layout,register_area,360.3,um2
synth,syn_area,1234,um2
worst_hold_path,min_from,cnt[1]$_DFFE_PN0P_,
sta,fin_tns_setup,0,ps
die,rows,30,
worst_setup_path,critPathMaxFanout,7,
worst_setup_path,r2r-end,state[2]$_DFF_PN0_,
die,die_h,105,um
sta,setup_viol,0,
worst_setup_path,crit_slowest_cell,clkdlybuf4s50_1,
synth,ys_area,1234,um2
worst_setup_path,worst-path-buf-inv,3,
routing,diodes,0,
worst_setup_path,reg2reg_depth,7,
grt,track_usage,6.589,%
worst_setup_path,worst-setup-path-type,reg2out,
routing,via_count,1301,
worst_setup_path,critical_path_arrival,1890,ps
worst_hold_path,whs_endpoint,cnt[1]$_DFFE_PN0P_,
grt,grt_pass1_vias,1230,
routing,ant_nets,0,
worst_setup_path,path_cells,inv_2 -> a211oi_2 -> o21a_4 -> inv_4 -> o22ai_1 -> clkdlybuf4s50_1,
worst_setup_path,r2r_slack,280,ps
die,io_pins,18,
clocking,cts_buffers,3,
worst_setup_path,r2r-start,data_tmp[5]$_DFFE_PN0N_,
clocking,clkSinkCount,14,
final_layout,drive_above_1_share,19.89,%
die,die_w,105,um
power_and_ir_drop,ir_worst_vdd,0.0004523,V
grt,antenna_found_initial,0,
clocking,htreeDepth,1,
grt,grt_max_degree,15,
place,gp_congestion,0.8705,
place,dp_cells,269,
place,pre_cts_ws,175.9,ps
grt,grt_pass1_wl,6285,um
clocking,cts_tree,built,
job,warnings,25,
synth,topCellsByArea,"dfrtp_1 (26%), nor2_1 (5.8%), nand2_1 (4.9%)",
synth,synth.most_common_cell,nor2_1,
synth,common_cells,"nor2_1 (19), nand2_1 (16), dfrtp_1 (13), a21oi_1 (11), inv_1 (11)",
clocking,cts-root-buf,clkbuf_8,
synth,postSynthSeqShare,28.50,%
final_layout,design_area,1638,um2
worst_setup_path,worstPathRequired,2000,ps
job,cap_violations,0,
==> cell usage in the layout, fill, tap and decap left out, drive strengths merged, types with 2 or more instances in the layout <==
cell type	Yosys	final
nor3	3	3
mux2i	3	3
a21o	2	2
clkdlybuf4s50	0	17
dfrtp	13	13
nand2b	4	4
or2	3	3
o32a	2	2
o21ai	5	5
buf	7	10
a32oi	4	4
clkbuf	3	4
nor2	20	20
a21oi	11	11
nand2	16	16
nor4	4	4
nand3	7	7
a22o	3	3
inv	13	13
a31oi	3	3
nor2b	5	5
a211o	2	2
o22ai	6	6
o31ai	3	3
==> repair_timing <==
item,in CTS,in global routing
setup endpoints to repair,2,3
hold buffers,0,0
resized,5,10
setup buffers,0,4
==> worst max-delay path by stage <==
stage	endpoint	slack [ps]
final	enc[1]	110
after global routing	enc[0]	8
after CTS	enc[1]	5
==> sequential cells by signal, summed over array words and instances, names as in the netlist <==
register / cells
cnt: 3
data_tmp: 8
state: 3
==> power by group <==
group | switching [mW] | internal, mW | total, mW
Combinational | 0.531 | 0.506 | 1.04
Clock | 0.0862 | 0.140 | 0.226
Sequential | 0.110 | 0.291 | 0.401
==> cell families after synthesis <==
kind of cell / Yosys count / share of synthesized area [%]
DFF: 14 / 28.50
and+or+nand+nor: 64 / 25.66
AOI/OAI and AO/OA: 53 / 31.44
xor gates and xnor gates: 1 / 0.7101
buffers and inverters: 23 / 8.621
muxes: 3 / 2.434
adders and majority gates: 2 / 2.637
==> routing by layer <==
layer | global-route usage, % | wire length, um
met3 | 0.8696 | 217
met4 | 0.5882 | 40
met1 | 10.00 | 1734
met5 | 0 | 0
met2 | 10.01 | 1634
==> metrics by stage <==
| step | hold WS, ps | utilization [%] | power, mW |
|---|---|---|---|
| final | 557.7 | 23.71 | 1.664 |
| after global routing | 597.3 | 23.71 | 1.807 |
| after CTS | 551.9 | 22.84 | 1.596 |
| after detailed placement | 537.8 | 21.88 | 1.343 |
| after global placement | 537.6 | 21.88 | 1.344 |
| after floorplan | 204.4 | - | 1.038 |
==> final cells by class <==
class                      instances  share of cell area, %
multi-input combinational        123                  49.20
timing repair buffer              27                  14.97
inverter                          13                  3.132
clock buffer                       4                  3.361
sequential                        14                  22.00
tap                               96                  7.334
Power figures rest on the tool's default switching activity, not on a simulated workload.
