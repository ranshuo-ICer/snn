--- /design/flow/design.v ---
module fifo #(
	parameter width      = 9,
    parameter depth      = 4,
    parameter depth_addr = 2
)(
    input  wire              clk,
    input  wire              rst_n,
    input  wire              push_req_n,
    input  wire              pop_req_n,
    input  wire [width-1: 0] data_in,
    output reg               empty,
    output wire              full,
    output wire [width-1: 0] data_out
);
    reg [width-1:0] mem [0:depth-1]; 
    reg [depth_addr-1:0] write_ptr;
    reg [depth_addr-1:0] read_ptr;
    reg [depth_addr-1:0] fill_cnt;
    genvar i;
    always @(posedge clk, negedge rst_n) begin
        if (!rst_n)
            write_ptr <= 2'b0;
        else if (!push_req_n)
            write_ptr <= write_ptr + {{(depth_addr-1){1'b0}},1'b1};
        else
            write_ptr <= write_ptr;
    end
    always @(posedge clk, negedge rst_n) begin
        if (!rst_n)
            read_ptr <= 2'b0;
        else if (!pop_req_n)
            read_ptr <= read_ptr + {{(depth_addr-1){1'b0}},1'b1};
        else
            read_ptr <= read_ptr;
    end
    always @(posedge clk, negedge rst_n) begin
        if (!rst_n)
            fill_cnt <= 2'b0;
        else if (!push_req_n && pop_req_n && !empty)
            fill_cnt <= fill_cnt + {{(depth_addr-1){1'b0}},1'b1};
        else if (!push_req_n && !pop_req_n)
            fill_cnt <= fill_cnt;
        else if (!pop_req_n && |fill_cnt)
            fill_cnt <= fill_cnt - {{(depth_addr-1){1'b0}},1'b1};
        else
            fill_cnt <= fill_cnt;
    end
    always @(posedge clk, negedge rst_n) begin
        if (!rst_n)
            empty <= 1'b1;
        else if (!push_req_n)
            empty <= 1'b0;
        else if (!pop_req_n)
            empty <= ~|fill_cnt; 
    end
    assign full  =  &fill_cnt;
    generate
        for (i=0; i<depth; i=i+1) begin
            always @(posedge clk) begin
                if (!push_req_n && (write_ptr == i))
                    mem[i] <= data_in;
                else 
                    mem[i] <= mem[i];
            end
        end
    endgenerate
    assign data_out = mem[read_ptr];
endmodule 
--- /design/flow/run.sh ---
#!/bin/bash
# OpenROAD 26Q1-2900-gdf79404cd8, Yosys 0.63+post, stock flow scripts
make -C /OpenROAD-flow-scripts/flow DESIGN_CONFIG=/design/flow/config.mk WORK_HOME=/design/flow/orfs finish
--- /design/flow/config.mk ---
export PLATFORM = sky130hd
export DESIGN_NAME = fifo
export DESIGN_NICKNAME = fifo
export VERILOG_FILES = /design/flow/design.v
export SDC_FILE = /design/flow/constraint.sdc
export NUM_CORES = 4
export LEC_CHECK = 1
export CORE_UTILIZATION = 40
--- /design/flow/constraint.sdc ---
current_design fifo

set clk_period 2.4
set clk_io_pct 0.2

create_clock -name clk0 -period $clk_period [get_ports {clk}]

set non_clock_inputs [all_inputs -no_clocks]
set_input_delay [expr $clk_period * $clk_io_pct] -clock clk0 $non_clock_inputs
set_output_delay [expr $clk_period * $clk_io_pct] -clock clk0 [all_outputs]
==> run_results.csv <==
group,metric,value,unit
status,status,"finished clean",
routing,wire_per_inst,15.0,µm
yosys,flop_cell,"edfxtp_1",
critical_path,reg2reg_depth,3,
cts,cts_tree,"built",
power_and_ir_drop,power.static_leakage,0.939,nW
critical_path,crit_chain,"inv_2 -> ha_4 -> buf_4 -> a222oi_1 -> mux2i_2 -> dlymetal6s2s_1",
critical_path,crit_type,"reg -> out",
cts,cts.sinks,43,
routing,via_per_inst,5.07,
critical_path,cp_data_required_time,1920,ps
critical_path,cp.arrival,1720,ps
yosys,yosys-top-cells-count,"edfxtp_1 (36), inv_1 (14), a222oi_1 (9), mux2i_1 (9), ha_1 (8)",
hold_path,hp-class,"in -> async",
cts,insertion_delay,280,ps
yosys,synth_cell_types,24,
critical_path,path_buffers,3,
yosys,topCellsByArea,"edfxtp_1 (60%), dfrtp_1 (8.4%), ha_1 (5.6%)",
yosys,synth_flop_count,43,
yosys,ys_warn_count,2,
global_route,grt_max_degree,13,
timing,whs,453,ps
power_and_ir_drop,worst_ir_drop_vdd,0.708,mV
power_and_ir_drop,power.total,2.48,mW
critical_path,cp-start-kind,"flip-flop",
yosys,edf_count,36,
floorplan,dieArea,4740,µm²
cts,cts_max_path_buffers,2,
yosys,ys_seq_share,0.703,
flow_run,maxCapViolCount,0,
place,placed_area,2060,µm²
critical_path,timing.rr.start,"write_ptr[0]$_DFFE_PN0N_",
timing,setup_viol,0,
cts,clkSlewWorstSetupHoldPaths,70,ps
timing,finalWorstSetupSlack,202,ps
place,place.gp.congestion,0.803,
global_route,track_usage,0.140,
yosys,top_cell,"edfxtp_1",
timing,hold_violations,0,
routing,dr.pass1.iters,6,
routing,antennaDiodeCount,0,
floorplan,fp-utilization,0.432,
yosys,aoi_share,0.0699,
yosys,synthAdderAreaFrac,0.0559,
critical_path,cp-end-kind,"output pin",
timing,slew_headroom,0.749,
floorplan,io_pins,24,
place,port_buffers,23,
yosys,ys_cells,109,
routing,vias,964,
yosys,avgSynthCellArea,16.4,µm²
timing,fmax,455,MHz
cts,htree_num_levels,2,
timing,finalMaxSlewViolations,0,
yosys,synth_cells,109,
critical_path,cp_num_cells,6,
timing,rsz0062_at_grt,"no",
timing,max_slew.worst_pin.slew,375,ps
yosys,simple_gate_share,0.0476,
yosys,ys_sh_xor,0.00979,
global_route,grt-ovfl-total,0,
critical_path,r2r_end,"mem[0][8]$_DFFE_PP_",
routing,ant_nets,0,
power_and_ir_drop,p_per_area,1090,nW/µm²
floorplan,die_w,68.9,µm
global_route,grt_pass1_wl,4220,µm
routing,drt-total-wl,2860,µm
critical_path,slowest_stage,"dfrtp_2",
layout,stdcell_area,2270,µm²
timing,fin_crit,2200,ps
yosys,synth_chip_area,1790,µm²
yosys,top_area_cell,"edfxtp_1",
global_route,grt_pass1_vias,928,
place,dpl.hpwl,1890,µm
floorplan,die_h,68.9,µm
routing,drc,0,
place,pre_cts_ws,187,ps
yosys,syn_area,1790,µm²
yosys,ys_async_sr_fraction,0.163,
layout,drive_above_1_share,0.221,
floorplan,core,4140,µm²
yosys,top_cell_area_share,0.604,
critical_path,worst-r2r-setup-slack,1100,ps
critical_path,path_max_fanout,7,
critical_path,max_stage_delay,440,ps
cts,cts_root_buf,"clkbuf_8",
routing,drt_iter0_markers,39,
layout,syn_to_final_growth,26.9,%
yosys,topCombFamilyByArea,"AND-OR/OR-AND gates",
timing,skew,2.89,ps
critical_path,cp_top_family,"flip-flops",
timing,period_used_share,0.916,
yosys,ys_sh_mux,0.0629,
floorplan,rows,23,
flow_run,openroad.warnings,31,
cts,cts_buffers,5,
global_route,antenna_found_initial,0,
timing,setup-tns-final,0,ps
[worst max-delay path by stage]
stage | start | to
CTS | read_ptr[0]$_DFFE_PN0N_ | data_out[6]
global route | read_ptr[0]$_DFFE_PN0N_ | data_out[8]
finish | read_ptr[0]$_DFFE_PN0N_ | data_out[8]
[logic make-up after synthesis]
logic type / after synthesis
buffers and inverters: 20
DFF: 43
adders and majority gates: 8
muxes: 11
and+or+nand+nor: 11
AOI/OAI and AO/OA: 14
xor gates and xnor gates: 2
[per-stage QoR]
stage | utilization | instances
after floorplan | - | 109
after CTS | 0.526 | 185
after global placement | 0.497 | 178
after global routing | 0.548 | 190
final | 0.548 | 190
after detailed placement | 0.497 | 178
[routing by layer]
layer | GRT usage | wire (µm)
met5 | 0 | 0
met4 | 0.0204 | 43
met2 | 0.237 | 1430
met1 | 0.183 | 1190
met3 | 0.0567 | 194
[power breakdown]
group          internal (mW)  total (mW)  leakage [nW]  switching [mW]
combinational          0.520       0.884         0.476           0.364
clock                  0.304       0.515        0.0513           0.210
sequential             0.990        1.08         0.412          0.0911
total                   1.81        2.48         0.939           0.666
[final cells by class]
class / instances / area, µm²
fillers: 333 / 1870
flip-flops and latches: 43 / 1260
multi-input cells: 46 / 484
repair buffers: 30 / 309
clock buffers: 6 / 72.6
well taps: 50 / 62.6
inverters: 14 / 52.6
clock inverters: 1 / 30.0
[registers in the layout, summed over array words and instances (netlist names)]
register / flops
write_ptr: 2
read_ptr: 2
empty: 1
fill_cnt: 2
mem: 36
[worst register-to-register path: cells and delay by family, from the launching register on]
| kind | cells | cell delay [ps] |
|---|---|---|
| buf+inv | 1 | 100 |
| simple gates | 1 | 310 |
| fa+ha+maj | 1 | 150 |
| flops | 1 | 430 |
[timing repair]
action,CTS,global route
pin swaps,2,7
setup endpoints to repair,9,9
buffers inserted,0,5
hold buffers,0,0
gates resized,4,18
[placed cells by master, fill, tap and decap left out]
cell and n:
xnor2_1 2, edfxtp_1 36, dfrtp_2 2, nor2_1 1
dfrtp_1 4, mux2_2 2, nand2_1 1, dlymetal6s2s_1 9
nor3_1 1, buf_4 6, mux2i_2 1, and2_1 1
dfstp_2 1, ha_2 1, inv_2 2, ha_1 4
ha_4 3, mux2i_1 8, nor3b_4 1, nand2b_1 1
clkbuf_1 1, a211oi_2 1, o22ai_1 1, bufinv_16 1
a222oi_1 9, clkdlybuf4s50_1 14, nor2b_1 1, inv_1 12
a21oi_1 2, clkbuf_8 5, and2b_2 4, buf_6 1
a31oi_1 1
Power is estimated from default activity; no workload was simulated.
